==> /design/flow/design.v <==
module debouncer(
    input clk,
    input I0,
    input I1,
    output reg O0,
    output reg O1
    );
    reg [4:0]cnt0, cnt1;
    reg Iv0=0,Iv1=0;
    reg out0, out1;
always@(posedge(clk))begin
    if (I0==Iv0)begin
        if (cnt0==19)O0<=I0;
        else cnt0<=cnt0+1;
      end
    else begin
        cnt0<="00000";
        Iv0<=I0;
    end
    if (I1==Iv1)begin
            if (cnt1==19)O1<=I1;
            else cnt1<=cnt1+1;
          end
        else begin
            cnt1<="00000";
            Iv1<=I1;
        end
    end
endmodule
==> /design/flow/run.sh <==
#!/bin/bash
# OpenROAD 26Q1-2900-gdf79404cd8, Yosys 0.63+post, stock flow scripts
make -C /OpenROAD-flow-scripts/flow DESIGN_CONFIG=/design/flow/config.mk WORK_HOME=/design/flow/orfs finish
==> /design/flow/config.mk <==
export PLATFORM = sky130hd
export DESIGN_NAME = debouncer
export DESIGN_NICKNAME = debouncer
export VERILOG_FILES = /design/flow/design.v
export SDC_FILE = /design/flow/constraint.sdc
export NUM_CORES = 4
export LEC_CHECK = 1
export CORE_AREA = 10 10 82 82
export DIE_AREA = 0 0 92 92
==> /design/flow/constraint.sdc <==
current_design debouncer

set clk_period 1.7
set clk_io_pct 0.2

create_clock -name clk0 -period $clk_period [get_ports {clk}]

set non_clock_inputs [all_inputs -no_clocks]
set_input_delay [expr $clk_period * $clk_io_pct] -clock clk0 $non_clock_inputs
set_output_delay [expr $clk_period * $clk_io_pct] -clock clk0 [all_outputs]
==> changes_impl.md <==
### Implementation results

* Worst clock skew at approximately 0.0064 ns
* Avg Cell Area, Syn at ~12 µm²
* Hold_buf cts at 0
* Crit path required time at between 1 and 1.5 ns
* GPL Wtd Cong at approximately 0.72
* Worst hold path type: reg -> reg
* Setup Fix Bufs, Post-CTS at 0
* EDFF count, synth at 4
* Yosys warning tally at 1
* Chip width at about 92 µm
* Area leader share at 0.3556
* Lkg Pwr at ~0.00026 µW
* CTS H-Tree Depth at 1
* Share of cells above drive strength 1 at 0.1071
* Routed WL per cell at a little under 7 µm
* # setup viols final at 0
* Critical-path maximum fanout at 1
* Post-Synthesis Cells at around 47
* Gr ovfl total at 0
* CTS tree: built
* Vias per cell at approximately 2.8
* Synth-to-layout area growth at 32.00%
* Setup TNS at 0 ns
* Fin util at 0.1465
* CP Class: reg -> out
* FMAX at around 730 MHz
* Ys async rst share at 0
* Worst Tran Pin Value at about 0.42 ns
* P_int at between 600 and 700 µW
* Crit path max-delay family: buffers and inverters
* Sw power at roughly 240 µW
* CTS Buf Count at 3
* Root Driver: clkbuf_8
* Yosys cell count at about 47
* Die H at about 92 µm
* Number of diodes at 0
* Core Region at a little over 0.005 mm²
* Global Route Usage Sum at 0.02142
* Vias in the first global route at 353
* Dominant flop cell: dfxtp_1
* Routed Antenna Nets at 0
* Later-pin clock latency in the skew report at between 0.2 and 0.25 ns
* CP bufs+invs at 1
* Most common cell in the netlist: dfxtp_1
* Status: finished clean
* CTS sink cnt at 14
* WP data arrival at between 1 and 1.5 ns
* Top cells by area: dfxtp_1 (36%), edfxtp_1 (21%), xor2_1 (11%), nor2_1 (5.3%), xnor2_1 (4.7%)
* Flop pwr share at 0.498
* First-pass GRT wire length at 1552 µm
* Crit path launch type: register
* Slew margin rel. at 0.7181
* Vias post-DR at roughly 350
* Synth area leader: dfxtp_1
* CP max stage cell: clkdlybuf4s50_1
* Chip area at approximately 0.0085 mm²
* Log Warnings at 25
* Slowest stage delay, CP at 0.47 ns
* Pin count of the biggest net entering global routing at 9
* Clk buf depth at 2
* Setup repair after global routing missed its margin: false
* Initial DRC count at 12
* Setup crit end kind: output pin
* Crit share post-route at 0.8078
* Buffers on Ports at 4
* PwrDens at about 1200 mW/mm²
* I/O pin count at 5
* Synth flops at 14
* Drt drc at 0
* Top cells by count, synth: dfxtp_1 (10), nor2_1 (8), xor2_1 (7)
* Crit path cell chain: clkdlybuf4s50_1
* FILL cells at between 500 and 600
* Initial antenna violation count at 0
* Placed Area at about 700 µm²
* Peak supply drop at between 0.5 and 0.6 mV
* FP Util at 0.1109
* Clock group share of total power at 0.290
* Cell area after synthesis at approximately 560 µm²
* Synthesis area per yosys at between 500 and 600 µm²
* Design Area, Final at between 700 and 800 µm²
* PostCTS Resize Cnt at 0
* Combinational Power Share at 0.211
* Period minus WS final at between 1 and 1.5 ns
* Final WL at ~860 µm
* Final Max-Slew Violation Tally at 0
* Clk slew on worst S/H paths at 0.05 ns
* # rows at 26
* Net Sw Frac at 0.2601
* Final Hold Viols at 0
* Distinct cells, synth at 13
* Pre-antenna DRT Iters at 4
* Max Cap Violations at 0
* Synth Seq Share at 0.5689
## cell usage in the layout, fill, tap and decap left out, drive strengths merged
cell type / count
edfxtp: 4
nor2b: 1
xnor2: 3
buf: 1
xor2: 7
ha: 2
mux2i: 2
nor3: 1
nand3: 4
clkdlybuf4s50: 4
dfxtp: 10
nor2: 8
and4bb: 1
nand2b: 3
clkbuf: 4
nand4bb: 1
## final cells by class
cell class | instances | area, µm² | area share
flip-flops and latches | 14 | 320.3 | 0.4310
multi-input cells | 33 | 242.7 | 0.3266
repair buffers | 5 | 47.55 | 0.06397
clock buffers | 4 | 45.04 | 0.06061
well taps | 70 | 87.58 | 0.1178
## metrics by stage
stage | instances | total power (µW) | hold WS [ns] | worst slack [ns]
CTS | 126 | 924.9 | 0.5133 | 0.3034
floorplan | 47 | 597.0 | 0.4389 | 0.4653
finish | 126 | 911.9 | 0.5100 | 0.3267
global placement | 122 | 630.9 | 0.4802 | 0.1911
global route | 126 | 979.5 | 0.5685 | 0.2703
detailed placement | 122 | 653.8 | 0.4938 | 0.1111
## per-layer routing
layer  wire, µm  track usage  vias to the layer above
li1           -            -                      180
met1        472      0.02987                      166
met2        343      0.03000                        7
met3         48      0.01153                        0
met4          0     0.001285                        0
met5          0            0                        -
## cells by family after synthesis
family / after synthesis / share of synthesized area
muxes: 2 / 0.03556
and+or+nand+nor: 19 / 0.1956
DFF: 14 / 0.5689
xor gates and xnor gates: 10 / 0.1556
adders and majority gates: 2 / 0.04444
## sequential cells by signal, summed over array words and instances, names as in the netlist
signal / count
cnt0: 5
cnt1: 5
Iv0: 1
Iv1: 1
O0: 1
O1: 1
## path summary, 6_finish.rpt
| check | startpoint | to | slack (ns) | depth (start not counted) |
|---|---|---|---|---|
| max | O0 | O0 | 0.33 | 1 |
| max reg2reg | cnt0[0] | O0 | 0.41 | 3 |
| min | cnt1[4] | cnt1[4] | 0.51 | 2 |
| min reg2reg | cnt1[4] | cnt1[4] | 0.51 | 2 |
## power by group through the flow
stage	logic, µW	registers (µW)	clock network [µW]
after global routing	219	461	300
after CTS	196	453	276
final	193	454	265
Power is estimated from default activity; no workload was simulated.
